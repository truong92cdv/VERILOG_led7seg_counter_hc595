File: design.v
module bcd_to_led7seg(
    input       [3:0] bcd,           
    output reg  [7:0] led7seg_ca     
    );
    always @(bcd) begin
        case (bcd)
            4'd0:   led7seg_ca = 8'b11000000;
            4'd1:   led7seg_ca = 8'b11111001;
            4'd2:   led7seg_ca = 8'b10100100;
            4'd3:   led7seg_ca = 8'b10110000;
            4'd4:   led7seg_ca = 8'b10011001;
            4'd5:   led7seg_ca = 8'b10010010;
            4'd6:   led7seg_ca = 8'b10000010;
            4'd7:   led7seg_ca = 8'b11111000;
            4'd8:   led7seg_ca = 8'b10000000;
            4'd9:   led7seg_ca = 8'b10010000;
            default:led7seg_ca = 8'b11111111;
        endcase
    end 
endmodule
module clk_divider #(
    parameter   input_clk_freq  = 100_000_000,       
    parameter   output_clk_freq = 10                 
)(
    input       clk,
    output      clk_10Hz                             
);
    reg         clk_10Hz_temp = 0;
    integer     count = 0;
    integer     half_cycle = input_clk_freq / output_clk_freq / 2 - 1;
    always @(posedge clk) begin
        if (count == half_cycle) begin
            clk_10Hz_temp <= ~clk_10Hz_temp;
            count <= 0;
        end else
            count <= count + 1;
    end
    assign clk_10Hz = clk_10Hz_temp;
endmodule
module digits(
    input               clk,
    input               rst_n,         
    output reg [3:0]    dig_0,
    output reg [3:0]    dig_1,
    output reg [3:0]    dig_2,
    output reg [3:0]    dig_3
);
    always @(posedge clk)
        if (~rst_n)
            dig_0 <= 0;
        else begin
            if (dig_0 == 9)
                dig_0 <= 0;
            else
                dig_0 <= dig_0 + 1;
        end
    always @(posedge clk)
        if (~rst_n)
            dig_1 <= 0;
        else if (dig_0 == 9) begin
            if (dig_1 == 9)
                dig_1 <= 0;
            else
                dig_1 <= dig_1 + 1;
        end
    always @(posedge clk)
        if (~rst_n)
            dig_2 <= 0;
        else if (dig_1 == 9 && dig_0 == 9) begin
            if (dig_2 == 9)
                dig_2 <= 0;
            else
                dig_2 <= dig_2 + 1;
        end
    always @(posedge clk)
        if (~rst_n)
            dig_3 <= 0;
        else if (dig_2 == 9 && dig_1 == 9 && dig_0 == 9) begin
            if (dig_3 == 9)
                dig_3 <= 0;
            else
                dig_3 <= dig_3 + 1;
        end
endmodule
module gen_eninput_pulse #(
    parameter   input_clk_freq  = 100_000_000,       
    parameter   output_clk_freq = 10                 
)(
    input       clk,
    input       clk_10Hz,                            
    output      en_input                             
);
    reg         en_input_r = 0;
    integer     count = 0;
    integer     max_count = input_clk_freq / output_clk_freq - 1;
    always @(posedge clk)
        if (clk_10Hz) begin
            count <= count + 1;
            if (count == 1000)           
                en_input_r <= 1;
	    else if (count == 1500)       
                en_input_r <= 0;
        end else begin
            count <= 0;
            en_input_r <= 0;
        end
    assign en_input = en_input_r;
endmodule
module gen_pulse #(
    parameter   setup_time      = 200,       
    parameter   pulse_duration  = 200        
)(
    input wire  clk,                         
    input wire  toggle,
    output wire pulse
);
    localparam  [1:0]   IDLE    = 2'b00,
                        LOW     = 2'b01,
                        HIGH    = 2'b10,
                        WAIT    = 2'b11;
    reg [1:0]   state           = IDLE;    
    integer     count           = 0;
    reg         pulse_r         = 0;
    assign pulse = pulse_r;
    always @(posedge clk) begin
        case (state)
            IDLE: begin                              
                if (toggle) begin
                    state       <= LOW;
                    pulse_r     <= 0;
                    count       <= 0;
                end
            end
            LOW: begin                               
                if (count == setup_time - 3) begin   
                    state       <= HIGH;
                    pulse_r     <= 1;
                    count       <= 0;
                end else begin
                    count       <= count + 1;
                end
            end
            HIGH: begin                              
                if (count == pulse_duration - 1) begin
                    state       <= WAIT;
                    pulse_r     <= 0;
                    count       <= 0;
                end else begin
                    count       <= count + 1;
                end
            end
            WAIT: begin                              
                if (~toggle) begin
                    state   <= IDLE;
                end
            end    
        endcase
    end
endmodule
module hc595_driver #(
    parameter   N = 8                        
)(
    input wire  clk,                         
    input wire  en_input,                    
    input wire  [N-1:0] data_in,             
    output wire RDY,                         
    output wire SRCLK,                       
    output wire RCLK,                        
    output wire SER                          
);
    localparam  setup_time      = 200,       
                pulse_duration  = 200;       
    localparam  [1:0]   IDLE    = 2'b00,     
                        SHIFT   = 2'b01,
                        LATCH   = 2'b10;
    localparam  [1:0]   PUSH    = 2'b00,     
                        TGL_ON  = 2'b01,
                        TGL_OFF = 2'b10,
                        CHECK   = 2'b11;
    reg [1:0]   state           = IDLE;
    reg [1:0]   sub_state       = PUSH;
    reg [4:0]   count           = 0;
    reg [N:0]   shift           = 0;
    reg         SRCLK_toggle_r  = 0;
    reg         RCLK_toggle_r   = 0;
    reg         RDY_r           = 1;
    wire        SRCLK_toggle;
    wire        RCLK_toggle;
    assign SRCLK_toggle = SRCLK_toggle_r;
    assign RCLK_toggle  = RCLK_toggle_r;
    assign RDY          = RDY_r;
    assign SER          = shift[N];
    gen_pulse #(.setup_time(setup_time), .pulse_duration(pulse_duration)) SRCLK_gen (
        .clk            (clk),
        .toggle         (SRCLK_toggle),
        .pulse          (SRCLK)
    );
    gen_pulse #(.setup_time(setup_time), .pulse_duration(pulse_duration)) RCLK_gen (
        .clk            (clk),
        .toggle         (RCLK_toggle),
        .pulse          (RCLK)
    );
    always @(posedge clk) begin
        case (state)
            IDLE: begin                                  
                if (en_input) begin
                    state           <= SHIFT;
                    sub_state       <= PUSH;
                    shift[N-1:0]    <= data_in;
                    count           <= 0;
                    RDY_r           <= 0;
                    SRCLK_toggle_r  <= 0;
                    RCLK_toggle_r   <= 0;
                end else begin
                    state           <= IDLE;
                    sub_state       <= PUSH;
                    count           <= 0;
                    RDY_r           <= 1;
                    SRCLK_toggle_r  <= 0;
                    RCLK_toggle_r   <= 0;
                end
            end
            SHIFT: begin                                 
                case (sub_state)
                    PUSH: begin                          
                        sub_state           <= TGL_ON;
                        shift               <= {shift[N-1:0], 1'b0};
                    end
                    TGL_ON: begin                        
                        sub_state           <= TGL_OFF;
                        SRCLK_toggle_r      <= 1;
                    end
                    TGL_OFF: begin                       
                        if (SRCLK == 1) begin
                            sub_state       <= CHECK;
                            SRCLK_toggle_r  <= 0;
                        end
                    end
                    CHECK: begin                         
                        if (SRCLK == 0) begin
                            if (count == N-1) begin
                                state       <= LATCH;
                                sub_state   <= TGL_ON;
                                count       <= 0;
                            end else begin
                                sub_state   <= PUSH;
                                count       <= count + 1;
                            end
                        end
                    end
                endcase
            end
            LATCH: begin                                 
                case (sub_state)
                    TGL_ON: begin                        
                        sub_state           <= TGL_OFF;
                        RCLK_toggle_r       <= 1;
                    end
                    TGL_OFF: begin                       
                        if (RCLK == 1) begin
                            sub_state       <= CHECK;
                            RCLK_toggle_r   <= 0;
                        end
                    end
                    CHECK: begin                         
                        if (RCLK == 0) begin
                            state           <= IDLE;
                            sub_state       <= PUSH;
                            RDY_r           <= 1;
                        end
                    end
                endcase
            end
            default: begin
                state           <= IDLE;
                sub_state       <= PUSH;
                RDY_r           <= 1;
            end
        endcase
    end
endmodule
module top #(
    parameter   input_clk_freq  = 100_000_000,       
    parameter   output_clk_freq = 10                 
)(
    input   clk,
    input   rst_n,                                   
    output  SRCLK,
    output  RCLK,
    output  SER
);
    wire        clk_10Hz;
    wire        en_input;
    wire [3:0]  dig_0_bcd;
    wire [3:0]  dig_1_bcd;
    wire [3:0]  dig_2_bcd;
    wire [3:0]  dig_3_bcd;
    wire [7:0]  dig_0_7seg;
    wire [7:0]  dig_1_7seg;
    wire [7:0]  dig_2_7seg;
    wire [7:0]  dig_3_7seg;
    clk_divider #(
        .input_clk_freq (input_clk_freq),
        .output_clk_freq(output_clk_freq)
    ) clk_10Hz_gen(
        .clk        (clk),
        .clk_10Hz   (clk_10Hz)
    );
    gen_eninput_pulse #(
        .input_clk_freq (input_clk_freq),
        .output_clk_freq(output_clk_freq)
    ) eninput_pulse_gen(
        .clk        (clk),
        .clk_10Hz   (clk_10Hz),
        .en_input   (en_input)
    );
    digits digs(
        .clk        (clk_10Hz),
        .rst_n      (rst_n),
        .dig_0      (dig_0_bcd),
        .dig_1      (dig_1_bcd),
        .dig_2      (dig_2_bcd),
        .dig_3      (dig_3_bcd)
    );
    bcd_to_led7seg DIGIT_0(
        .bcd        (dig_0_bcd),
        .led7seg_ca (dig_0_7seg)
    );
    bcd_to_led7seg DIGIT_1(
        .bcd        (dig_1_bcd),
        .led7seg_ca (dig_1_7seg)
    );
    bcd_to_led7seg DIGIT_2(
        .bcd        (dig_2_bcd),
        .led7seg_ca (dig_2_7seg)
    );
    bcd_to_led7seg DIGIT_3(
        .bcd        (dig_3_bcd),
        .led7seg_ca (dig_3_7seg)
    );
    hc595_driver #(.N(32)) hc595_controller(
        .clk        (clk),
        .en_input   (en_input),
        .data_in    ({dig_0_7seg, dig_1_7seg, dig_2_7seg, dig_3_7seg}),
        .RDY        (),
        .SRCLK      (SRCLK),
        .RCLK       (RCLK),
        .SER        (SER)      
    );
endmodule
File: constraint.sdc
current_design top

set clk_period 7.4
set clk_io_pct 0.2

create_clock -name clk0 -period $clk_period [get_ports {clk}]

set non_clock_inputs [all_inputs -no_clocks]
set_input_delay [expr $clk_period * $clk_io_pct] -clock clk0 $non_clock_inputs
set_output_delay [expr $clk_period * $clk_io_pct] -clock clk0 [all_outputs]
File: config.mk
export PLATFORM = sky130hd
export DESIGN_NAME = top
export DESIGN_NICKNAME = top
export VERILOG_FILES = /design/flow/design.v
export SDC_FILE = /design/flow/constraint.sdc
export NUM_CORES = 4
export LEC_CHECK = 1
export CORE_UTILIZATION = 40
File: run.sh
#!/bin/bash
# OpenROAD 26Q1-2900-gdf79404cd8, Yosys 0.63+post, stock flow scripts
make -C /OpenROAD-flow-scripts/flow DESIGN_CONFIG=/design/flow/config.mk WORK_HOME=/design/flow/orfs finish
==> results.txt <==
Implementation results are summarized by area below.

Outcome
The flow ran to the end, and the final reports show no timing, DRC or antenna violations.

Worst hold path
The path class of the tightest hold or removal check is reg2reg. The startpoint of the tightest hold check path is hc595_controller.shift[31]. The sink of the worst hold path is hc595_controller.shift[32].

The worst hold path passes through 0 cells.

CTS
Post-CTS repair ended up resizing 0 cells. The number of buffers inserted to repair setup after CTS is 0. Buffers inserted to repair hold after CTS numbered 0. The number of buffers created by CTS is 17. The maximum buffer depth of the clock tree is 2. The clock H-tree reported by CTS has 4 levels.

The timing report gives the clock slew at the launch and capture registers of the worst setup and hold paths as 0.07 ns. The tree is rooted in a sky130_fd_sc_hd__clkbuf_16. TritonCTS built the clock tree. The later pin in the worst-skew pair is clocked with a latency of 0.43 ns.

Timing
Dividing the final minimum period by the clock period gives 37.9%. Per the finish-stage timing summary, setup violations number 0. The flow reports an fmax of 357 MHz. At the pin with the least slew margin, the transition time is 0.807 ns. Setup repair after global routing left no endpoint under its margin.

The worst clock skew on the final layout is 0.0121 ns. The total negative slack for setup checks is 0 ns. The minimum clock period after layout is 2.80 ns. The worst slew margin relative to its limit is 46.1%. Pins over their slew limit in the final report were tallied at 0. The number of register pins that no clock reaches is 44. 44 endpoints have no timing constraint. Endpoints failing hold in the final report were tallied at 0.

Synth
Summing every instance area after synthesis gives 11300 um2. The post-synthesis cell count is 1089. Summed over its instances, the top area cell type makes up 30.7% of the synthesized netlist area. Counting the warning lines in the Yosys log gives 6. The number of unique standard cell types used by synthesis is 59. The flop and latch count out of synthesis is 224. The post-synth count of flops with an enable pin is 115. The cell type with the largest total area is sky130_fd_sc_hd__edfxtp_1. The fraction of registers with async set/reset is 0%. The mean area per synthesized cell is 10.3 um2. The most used flip-flop cell after synthesis is sky130_fd_sc_hd__edfxtp_1. The stat command in Yosys gives a chip area of 11300 um2. The share of the Yosys chip area taken by registers is 50.1%. For reference, the top cells by area after synthesis are sky130_fd_sc_hd__edfxtp_1 31%, sky130_fd_sc_hd__dfxtp_1 19%, sky130_fd_sc_hd__ha_1 6.2%. The number of cells reported by Yosys stat comes to 1089.

Global route
The number of global-route vias before repair is 7061. The global routing report lists met1 layer usage as 23.5%. The number of antenna violations at the first check in global routing is 0.

Global routing used 14.4% of the available tracks across all layers. The most congested layer reported by global routing is met1. Routing resource usage on met3 recorded by global route was 2.26%.

The overall overflow remaining after global route is 0. The first global-routing pass estimated 33.4 mm of wire. The largest net degree at the start of global routing is 49. On met2, the global router reports a usage of 21.9%.

Cells and area
The library cell used most frequently in the layout, excluding fill and tap cells, is sky130_fd_sc_hd__nor2_1. In this run the layout overhead on the synthesized area is reported as 9.48%. The most common logic cells in the final layout are 126 x sky130_fd_sc_hd__nor2_1, 115 x sky130_fd_sc_hd__edfxtp_1, 109 x sky130_fd_sc_hd__dfxtp_1. The share of layout cells above drive strength 1 is 7.83%. The total non-filler cell area in the finished layout is 12300 um2.

Worst setup path
For the worst flop-to-flop path, the logic depth is 5. The largest incremental delay on the critical path is 0.48 ns. The critical path capture point type is an output pin.

The largest delay contributor family on the critical path is buffers and inverters. The critical path startpoint category is a flip-flop. The minimum setup slack among reg-to-reg paths is 5.05 ns.

Traced cell by cell, the critical path runs through clkdlybuf4s50_1. The largest individual stage delay along the critical path comes from the cell sky130_fd_sc_hd__clkdlybuf4s50_1. According to the timing report, the arrival time at the worst endpoint equals 1.32 ns. Per the timing report, the most critical flop-to-flop path finishes at hc595_controller.SRCLK_gen.count[28].

For the worst setup path, the data required time is 5.92 ns. By startpoint and endpoint, the worst setup path is classified as reg2out. The launch instance of the worst register-to-register path is hc595_controller.SRCLK_gen.count[0]. The number of buffers and inverters on the critical path is 1.

In this run the worst path has a maximum fanout of 5.

Die
The total die size is 28800 um2. Row generation in the floorplan step produced 61 rows. The starting utilization of the core area is 40.6%. The placeable core area is 27700 um2. The die width is 170 um. 5 I/O pins were placed. The die outline height is 170 um.

Power and ir drop
Per the OpenROAD power report, switching power amounts to 0.000443 W. The leakage dissipation is 4.73 nW. The share of total power dissipated in sequential elements is 52.8%.

The largest vdd supply drop is 0.163 mV. The internal power of the cells totals 0.00155 W. The net switching share of the total power is 22.2%. The part of the power in the clock network is 46.8%.

The power per unit of standard cell area is 162 nW/um2. The combinational share of power is 0.3%.

Route
TritonRoute reported its final design rule violation total as 0. The via count is 7502. The total length of routed wires is 18.8 mm.

The first routing iteration left 405 violations. The total antenna diodes in the routed design is 0. The average wire length per cell after detail routing is 12.8 um. The number of nets with antenna violations after detailed routing is 0. The ratio of routed vias to standard cells is 5.08.

The number of detailed-route iterations in the first pass is 5.

Flow run
The number of warnings reported in the stage logs is 63. Max-cap violations in this run came to 0.

Placement
The placed standard-cell area is 11700 um2. The HPWL reported at the end of detailed placement is 12.7 mm. The port buffer count is 4.

The final weighted congestion recorded by global placement is 0.874.
metrics by stage:
stage               cells  setup slack (ns)  power, W  hold WS, ns  util [%]
floorplan            1089              5.30   0.00108        0.400         -
global placement     1444              5.04   0.00108        0.402      42.2
detailed placement   1444              5.03   0.00108        0.407      42.2
CTS                  1476              4.57   0.00202        0.424      44.5
global route         1476              4.52   0.00207        0.426      44.5
finish               1476              4.60   0.00199        0.421      44.5
power by group through the flow:
stage	registers, W	clock network [W]	logic [W]
5_1_grt	0.00105	0.00100	0.00000781
6_report	0.00105	0.000934	0.00000670
4_1_cts	0.00105	0.000962	0.00000679
synth_stat cells (5+ instances only):
| cell | number |
|---|---|
| sky130_fd_sc_hd__and2_1 | 12 |
| sky130_fd_sc_hd__and4_1 | 16 |
| sky130_fd_sc_hd__nand2_1 | 53 |
| sky130_fd_sc_hd__xnor2_1 | 74 |
| sky130_fd_sc_hd__nand3_1 | 54 |
| sky130_fd_sc_hd__a21oi_1 | 27 |
| sky130_fd_sc_hd__dfxtp_1 | 109 |
| sky130_fd_sc_hd__or4_1 | 6 |
| sky130_fd_sc_hd__buf_2 | 6 |
| sky130_fd_sc_hd__o21ai_0 | 27 |
| sky130_fd_sc_hd__buf_1 | 5 |
| sky130_fd_sc_hd__nand4_1 | 41 |
| sky130_fd_sc_hd__or2_2 | 5 |
| sky130_fd_sc_hd__nand3b_1 | 5 |
| sky130_fd_sc_hd__and3_1 | 17 |
| sky130_fd_sc_hd__or3_1 | 16 |
| sky130_fd_sc_hd__nand2b_1 | 6 |
| sky130_fd_sc_hd__nor2_1 | 126 |
| sky130_fd_sc_hd__clkbuf_1 | 23 |
| sky130_fd_sc_hd__mux2i_1 | 26 |
| sky130_fd_sc_hd__o22ai_1 | 6 |
| sky130_fd_sc_hd__nor2b_1 | 10 |
| sky130_fd_sc_hd__xor2_1 | 38 |
| sky130_fd_sc_hd__nor4_1 | 46 |
| sky130_fd_sc_hd__inv_1 | 61 |
| sky130_fd_sc_hd__ha_1 | 56 |
| sky130_fd_sc_hd__nor3_1 | 19 |
| sky130_fd_sc_hd__o21a_1 | 6 |
| sky130_fd_sc_hd__edfxtp_1 | 115 |
| sky130_fd_sc_hd__mux2_2 | 33 |
flip-flops by register name (all words and copies together) (netlist names), 5 cells and up:
name	cells
hc595_controller.count	5
hc595_controller.shift	33
hc595_controller.SRCLK_gen.count	32
DIGIT_2.led7seg_ca	7
eninput_pulse_gen.count	32
clk_10Hz_gen.count	32
DIGIT_3.led7seg_ca	7
DIGIT_0.led7seg_ca	7
hc595_controller.RCLK_gen.count	32
DIGIT_1.led7seg_ca	7
cell type report:
class | instances | area, um2
sequential | 224 | 5640
clock buffer | 19 | 475
clock inverter | 13 | 148
fill | 2548 | 15400
timing repair buffer | 11 | 92.6
tap | 378 | 473
multi-input combinational | 770 | 5270
inverter | 61 | 229
cells by family (layout without fill, tap and decap cells):
family / Yosys count / count (layout) / share of synthesized area, %
xor+xnor: 112 / 112 / 8.72
flops: 224 / 224 / 50.1
compound gates: 93 / 93 / 5.09
simple gates: 450 / 450 / 21.0
buf+inv: 95 / 104 / 3.24
mux: 59 / 59 / 5.61
fa+ha+maj: 56 / 56 / 6.23
metal layers:
metal	part of all wire (%)	wire, um	vias to the layer above
met1	52	9790	3524
met3	2.6	495	12
met2	44	8370	75
met5	0	0	-
met4	0.92	174	0
li1	-	-	3891
worst max-delay path by stage:
stage	startpoint	end	slack (ns)	cells past startpoint
4_1_cts	hc595_controller.SRCLK_gen.pulse_r	SRCLK	4.57	1
5_1_grt	hc595_controller.SRCLK_gen.pulse_r	SRCLK	4.52	1
6_report	hc595_controller.SRCLK_gen.pulse_r	SRCLK	4.60	1
Power figures rest on the tool's default switching activity, not on a simulated workload.
